==> design.v <==
module baud_clock_generator #
(
 parameter CLOCK_RATE = 10000000,
 parameter BAUD_RATE = 9600
)
(
 input  wire clk,
 input  wire rst_n,
 output wire tx_clk,
 output wire rx_clk
);
  localparam BITS = 32;
  reg[BITS-1:0]  tx_final_val = (CLOCK_RATE/(BAUD_RATE))-1;
  reg[BITS-1:0]  rx_final_val = (CLOCK_RATE/(16*BAUD_RATE))-1;
  reg[BITS-1:0]  tx_counter;
  reg[BITS-1:0]  rx_counter;
  always@(posedge clk or negedge rst_n) begin
    if(~rst_n) begin
      tx_counter <= 'b0;
      rx_counter <= 'b0;
    end
    else begin
      if(tx_counter == tx_final_val)
        tx_counter = 'b0;
      else
        tx_counter = tx_counter + 1;
      if(rx_counter == rx_final_val)
        rx_counter = 'b0;
      else
        rx_counter = rx_counter + 1;
    end
  end
  assign tx_clk = (tx_counter == tx_final_val);
  assign rx_clk = (rx_counter == rx_final_val);
endmodule
==> run.sh <==
#!/bin/bash
# OpenROAD 26Q1-2900-gdf79404cd8, Yosys 0.63+post, stock flow scripts
make -C /OpenROAD-flow-scripts/flow DESIGN_CONFIG=/design/flow/config.mk WORK_HOME=/design/flow/orfs finish
==> config.mk <==
export PLATFORM = sky130hd
export DESIGN_NAME = baud_clock_generator
export DESIGN_NICKNAME = baud_clock_generator
export VERILOG_FILES = /design/flow/design.v
export SDC_FILE = /design/flow/constraint.sdc
export NUM_CORES = 4
export LEC_CHECK = 1
export CORE_UTILIZATION = 30
==> constraint.sdc <==
current_design baud_clock_generator

set clk_period 7.2
set clk_io_pct 0.2

create_clock -name clk0 -period $clk_period [get_ports {clk}]

set non_clock_inputs [all_inputs -no_clocks]
set_input_delay [expr $clk_period * $clk_io_pct] -clock clk0 $non_clock_inputs
set_output_delay [expr $clk_period * $clk_io_pct] -clock clk0 [all_outputs]
==> reports/qor.tcl <==
set qor(antennaDiodeCount) 0
set qor(edf_count) 0
set qor(number_of_distinct_standard_cells_referenced_by_the_synthesized_netlist) 31
set qor(synth_flops) 64
set qor(postCtsResizedCells) 0
set qor(worst-setup-path-type) {flop to output port}
set qor(vias) 2043
set qor(critical_path_arrival_ns) 2.36
set qor(synth.cell_area_sq_um) 3100
set qor(start_kind) {flop}
set qor(yosys_area_sq_um) 3100
set qor(final_layout_size_suffix_gt1_frac) 0.118
set qor(synth.mux.area_fraction) 0
set qor(floorplan.core_area_sq_um) 9910
set qor(core.rowCount) 36
set qor(wirelength_mm) 5.30
set qor(report.final.setup_viol) 0
set qor(period_minus_slack_ns) 3.80
set qor(yosys.area.top_type_share) 0.517
set qor(synth.yosys.num_cells) 278
set qor(fin_area_sq_um) 3480
set qor(gr-usage-all-layers) 0.110
set qor(synth.cells.most_frequent) {64 x dfrtp_1, 40 x xnor2_1, 22 x nand4_1, 20 x nand2_1, 19 x xor2_1}
set qor(measured_slew_at_the_worst_slew_check_pin_ns) 0.661
set qor(power.ir.vdd_worst_mv) 0.122
set qor(placement.cell_area_sq_um) 3290
set qor(initial_drt_pass_iterations) 6
set qor(first_global_vias) 2086
set qor(fmax_ghz) 0.263
set qor(dominantRegCellSynth) {dfrtp_1}
set qor(clock-skew-final_ns) 0.00854
set qor(synth-simple-area-share) 0.280
set qor(fin_crit_sh) 0.528
set qor(ctsLongestPathBuffers) 2
set qor(top_level_ports) 4
set qor(overflow) 0
set qor(synthDominantAreaCellType) {dfrtp_1}
set qor(status) {completed}
set qor(synthAoiAreaFrac) 0.00323
set qor(hold_class) {flop to flop}
set qor(postCtsHoldBufs) 0
set qor(synth_top_cell_by_count) {dfrtp_1}
set qor(setup_total_negative_slack_ns) 0
set qor(post-dp-hpwl_mm) 3.58
set qor(initial_core_util) 0.313
set qor(cts_root_buf) {clkbuf_8}
set qor(openroad.warnings) 27
set qor(final_hold_violation_tally) 0
set qor(grt_start_max_net_pins) 51
set qor(chip_area_sq_um) 10700
set qor(detailedRoute.firstIterationViolations) 89
set qor(netlist_logic_family_top) {simple AND/OR/NAND/NOR gates}
set qor(cts_made_buffers) 9
set qor(gp_congestion) 0.777
set qor(synthesis.instances) 278
set qor(area_growth_pct) 12.4
set qor(powerDensity_nw_per_um2) 192
set qor(fin_ws_ns) 3.40
set qor(type_of_destination_of_the_critical_path) {output port}
set qor(power_leakage_nw) 1.54
set qor(syn_area_per_cell_sq_um) 11.1
set qor(yosysSeqAreaShare) 0.517
set qor(power_uw) 669
set qor(global_route_wire_length_before_repair_mm) 9.75
set qor(clk_latency_ns) 0.34
set qor(post-route-drc-count) 0
set qor(fa_ha_area_frac) 0.0162
set qor(worst_ep_required_time_ns) 5.76
set qor(synthArstFlopShare) 1.00
set qor(chipHeight_microns) 104
set qor(htree_levels) 3
set qor(synth.cellmix.xorXnorShare) 0.167
set qor(tritoncts_clock_tree) {built}
set qor(post-cts-setup-buffer-count) 0
set qor(route.antenna.remaining_nets) 0
set qor(timing.hold.ws_ns) 0.474
set qor(ys.warnings.count) 1
set qor(io_buffers) 3
set qor(cts_num_sinks) 64
set qor(grt_antenna_before_repair) 0
set qor(route.detailed.vias_per_inst) 4.76
set qor(die_width_microns) 104
set qor(route.detailed.wl_per_inst_microns) 12.4
set qor(grt_setup_unrepaired) {false}
set qor(max_slew_margin) 0.556
set qor(cts.reportedPaths.clkPinSlew_ns) 0.07
set qor(number_of_violations_of_the_max_capacitance_limit) 0
set qor(post-place-ws_ns) 3.75
set qor(finalMaxSlewViolations) 0
set qor(synth.top_cells.by_area) {dfrtp_1 52%, xnor2_1 11%, xor2_1 5.4%, nand4_1 4.4%, nor4_1 2.6%}
set qor(worst-path-max-fanout) 6
placed cells by master, fill, tap and decap left out, drive strengths merged, types with 2 or more instances in the layout:
| cell type | instances |
|---|---|
| inv | 12 |
| clkinv | 2 |
| ha | 4 |
| clkinvlp | 3 |
| xnor2 | 40 |
| or3 | 2 |
| nor2 | 17 |
| clkdlybuf4s50 | 2 |
| nand3 | 17 |
| buf | 2 |
| dfrtp | 64 |
| clkbuf | 9 |
| nand4 | 25 |
| nor4b | 2 |
| or4 | 2 |
| xor2 | 19 |
| nor2b | 2 |
| nand2 | 20 |
| and2 | 2 |
| nor3 | 12 |
| nor4 | 20 |
| and3 | 10 |
| and4 | 4 |
worst paths after layout:
path / slack [ns] / cells after the start / end / from
max in group asynchronous: 5.28 / 2 / tx_counter[16] / rst_n
setup reg to reg: 5.29 / 5 / rx_counter[22] / rx_counter[0]
hold reg to reg: 0.47 / 1 / rx_counter[31] / rx_counter[31]
min in group asynchronous: 0.99 / 1 / rx_counter[22] / rst_n
hold / removal: 0.47 / 1 / rx_counter[31] / rx_counter[31]
setup / recovery: 3.40 / 4 / tx_clk / tx_counter[25]
layer usage:
metal  part of all wire  routed length (microns)  track usage  vias up
li1                   -                        -            -     1019
met1               0.52                     2740        0.174      997
met2               0.44                     2330        0.163       21
met3              0.033                      174       0.0237        6
met4              0.010                       55       0.0166        0
met5                  0                        0            0        -
cell families after synthesis:
group / count (synthesis)
and+or+nand+nor: 136
DFF: 64
xor gates and xnor gates: 59
buffers and inverters: 13
adders and majority gates: 4
AOI/OAI and AO/OA: 2
metrics by stage:
step,cells,util
2_1_floorplan,278,-
3_3_place_gp,413,0.332
3_5_place_dp,413,0.332
4_1_cts,429,0.351
5_1_grt,429,0.351
6_report,429,0.351
area by class of cell:
type,count,area [sq um]
timing repair buffer,4,32.5
fill,991,6430
tap,133,166
multi-input combinational,201,1440
clock buffer,9,124
sequential,64,1600
clock inverter,7,71.3
inverter,11,41.3
sequential cells by signal, summed over array words and instances, names as in the netlist:
signal	flops
rx_counter	32
tx_counter	32
where the power goes:
part           switching (mW)  internal [mW]  total [mW]  leakage, nW
clock network           0.143          0.160       0.303       0.0916
logic                 0.00670       0.000535     0.00724        0.575
registers                   0          0.359       0.359        0.875
total                   0.150          0.519       0.669         1.54
worst max-delay path, stage by stage, from the launching register on:
cell,delay (ns)
dfrtp_1,0.43
nor4_1,0.32
nand4_1,0.14
nor3_1,0.55
clkdlybuf4s50_1,0.58
No activity file was given, so power comes from the tool's default toggle rates.
