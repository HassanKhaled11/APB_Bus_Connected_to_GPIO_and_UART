## flow/run.sh

```bash
#!/bin/bash
# OpenROAD 26Q1-2900-gdf79404cd8, Yosys 0.63+post, stock flow scripts
make -C /OpenROAD-flow-scripts/flow DESIGN_CONFIG=/design/flow/config.mk WORK_HOME=/design/flow/orfs finish
```

## flow/config.mk

```make
export PLATFORM = sky130hd
export DESIGN_NAME = GPIO
export DESIGN_NICKNAME = GPIO
export VERILOG_FILES = /design/flow/design.v
export SDC_FILE = /design/flow/constraint.sdc
export NUM_CORES = 4
export LEC_CHECK = 1
export CORE_AREA = 10 10 90 90
export DIE_AREA = 0 0 100 100
```

## flow/constraint.sdc

```tcl
current_design GPIO

set clk_period 1.2
set clk_io_pct 0.2

create_clock -name clk0 -period $clk_period [get_ports {clk}]

set non_clock_inputs [all_inputs -no_clocks]
set_input_delay [expr $clk_period * $clk_io_pct] -clock clk0 $non_clock_inputs
set_output_delay [expr $clk_period * $clk_io_pct] -clock clk0 [all_outputs]
```

## flow/design.v

```verilog
module GPIO(clk, rst_n, BUSW, BUSWDATA, BUSRDATA, REGSEL, pins);
 	inout[7:0] pins;
	input clk;
	input rst_n;
	input [1:0] REGSEL;
	reg[7:0] DIR;  
	reg[7:0] PIN;  
	reg[7:0] PORT;  
	input BUSW;
	input [7:0] BUSWDATA;
	output reg [7:0] BUSRDATA;
	assign pins = PIN;
	initial begin
		PORT <= 8'b00000000;
		DIR <= 8'b00000000;
		PIN <= 8'b00000000;
		BUSRDATA <= 8'b00000000;
	end
	always @(posedge clk, negedge rst_n) begin
		if(!rst_n) begin
			PORT <= 8'b00000000;
			DIR <= 8'b00000000;
			BUSRDATA <= 8'b00000000;
		end
		else if(BUSW) begin
			case (REGSEL)
				2'b10: DIR  <= BUSWDATA;
				2'b11: PORT <= BUSWDATA;
			endcase
		end
	end
	always @(posedge clk) begin
			PIN <= (pins & ~DIR) | (DIR & PORT);			
			if(!BUSW) begin
			     case (REGSEL)
				        2'b10: BUSRDATA <= DIR;
				        2'b11: BUSRDATA <= PORT;	
				        default: BUSRDATA <= PIN;
			     endcase
		  end
	end
endmodule
```

==> commit_impl_results.txt <==
Add synthesis and place-and-route results

- Per the power-grid run, VDD falls by no more than 0.383 mV.
* Synthesized area per cell: 18.1 um^2
* Clock transition at the registers of the reported paths: 70 ps
- Count of distinct cell types in the synthesized netlist: 7
- After synthesis, the share of flip-flops with an asynchronous set or reset is 0.667.
- Detail Route Antenna Nets: 0
* Most used DFF post-synth: sky130_fd_sc_hd__dfrtp_1
* Top cell type's share of synthesized area: 0.434
* Area of the core region: 6280 um^2
* IO Count: 29
- Per Yosys stat, the portion of area used by sequential elements is 0.695.
- Total negative setup slack: 0 ps
* Inserted Clock Buffers: 3
- Dividing total power by cell area gives a power density of 1480 nW/um^2.
- Estimated wirelength of the detail-placed design: 1470 um
- Clock period minus worst slack: 1170 ps
* Leading area contributor after synthesis: sky130_fd_sc_hd__dfrtp_1
* Switching power as a share of total power: 0.204
* Yosys warning count: 17
* Total overflow reported by the global router: 0
- In the setup report, the worst path falls into the class in -> reg.
- From left edge to right edge, the die measures 100 um.
- The post-synth register bit count is 24.
* Drt drc: 0
* Yosys Instances: 51
- Max-slew check failures listed in the final report amount to 0.
- For the worst-skew pair, the clock arrives at the later sink with an insertion delay of 250 ps.
- The detailed router finished its first iteration with 3 violations.
- Data arrival at the endpoint of the critical path: 1310 ps
- Power comes to 1.72 mW.
- Weighted congestion at the end of routability-driven global placement: 0.650
- Post-synthesis instance area: 922 um^2
- For this block, the via count after detailed routing is 424.
- For this run, the detailed router's first-pass iteration total came to 2.
- Fin crit share: 0.975
- Multiplexer fraction of the synthesized cell area: 0.195
- H-Tree Level Count: 1
- Type of the most critical hold path: in -> async
* Outcome: complete, no violations
* Number of sinks on the clock net: 24
- Per the finish-stage timing summary, setup violations number 0.
* Area growth from synthesis to layout: 26.2%
- Clock Path Buffers: 2
- Cell internal power was estimated by the tool at 1.37 mW.
* Synthesized-area fraction occupied by and/or/nand/nor cells: 0.0407
- Top achievable clock speed: 855 MHz
- The power report attributes to the clock group a share of 0.257.
- Data on the critical path is required at its endpoint by 1340 ps.
* YS chip area: 922 um^2
* Number of port buffers: 12
- Area fraction in xor and xnor cells: 0
- Cell at the root of the clock tree: sky130_fd_sc_hd__clkbuf_8
- Commonest cells in the netlist: 16 x sky130_fd_sc_hd__dfrtp_1, 16 x sky130_fd_sc_hd__mux2_2, 8 x sky130_fd_sc_hd__buf_4, 8 x sky130_fd_sc_hd__edfxtp_1
* Number of cell rows: 29
- Using the TritonRoute via totals, the vias-per-cell ratio works out to 2.94.
- Number of placed instances with taps included: 141
- The first global-routing pass estimated 2750 um of wire.
- In the routed netlist, the antenna diode instances number 0.
* Overall die area: 10000 um^2
- In the post-route report, total wirelength is listed as 1720 um.
- Across the routed clock network, the largest skew measured is 0.236 ps.
- RSZ-0062 raised after global routing: false
* Gate Count Post-Synth: 51
- Per the timing report, the biggest fanout along the worst path comes to 8.
- Vert. Die Dim: 100 um
- Type of element capturing the critical path: flop
- Count of flip-flops with a built-in enable after synthesis: 8
- Static leakage: 0.468 nW
- And-or/or-and share of the synthesized area: 0
- Warning total across the stage logs: 25
* Max-capacitance violation count: 0
* Average detailed-routed wire length per instance: 11.9 um
- Final non-filler cell total: 144
* Overall track demand over capacity in global routing: 0.0361
- Count of cells along the worst register-to-register path: 1
- The worst setup path is launched from an input pin.
- The initial utilization of the core area, before any placement, comes to 0.147.
* Main area contributors: sky130_fd_sc_hd__dfrtp_1 43%, sky130_fd_sc_hd__edfxtp_1 26%, sky130_fd_sc_hd__mux2_2 20%
- TritonCTS built the clock tree.
- Per the OpenROAD power report, switching power amounts to 0.351 mW.
- Of the cells placed in the final design, the portion with a size suffix greater than 1 is 0.343.
- Buffers inserted to repair hold after CTS numbered 0.
* Gate power share: 0.105
- The initial antenna violation count was 0.
* Maximum number of pins on one net before global-route repair: 17
* Register share of total power: 0.638
- Grouping non-sequential cells by family puts the most area in multiplexers.
* Adder Share, Synth: 0
* Via count of the first global-routing pass: 493
- Number of failing hold endpoints at the final stage: 0
## logic make-up (layout without fill, tap and decap cells)
logic type    after synthesis  after routing
simple gates                2              2
buf+inv                     8             17
mux                        16             16
flops                      24             24
other cells                 1              8
## per-layer routing
| layer | GRT usage | vias up | wire, um | part of all wire |
|---|---|---|---|---|
| met5 | 0 | - | 0 | 0 |
| met2 | 0.0637 | 18 | 883 | 0.51 |
| met1 | 0.0360 | 212 | 646 | 0.38 |
| met4 | 0.00217 | 0 | 0 | 0 |
| li1 | - | 194 | - | - |
| met3 | 0.0243 | 0 | 184 | 0.11 |
## final timing paths
check,from,endpoint,slack [ps]
max reg2reg,PORT[7],PORT[7],430
max,REGSEL[1],DIR[4],30
min reg2reg,PORT[0],flop,450
max in group asynchronous,rst_n,DIR[0],720
min,rst_n,DIR[2],300
min in group clk0,PORT[0],flop,450
## layout by cell type (no fill, tap or decap)
cell type,synthesis,layout
sky130_fd_sc_hd__nand3b_4,1,1
sky130_fd_sc_hd__dlymetal6s2s_1,0,1
sky130_fd_sc_hd__clkdlybuf4s50_1,0,11
sky130_fd_sc_hd__buf_4,8,2
sky130_fd_sc_hd__conb_1,1,8
sky130_fd_sc_hd__clkbuf_8,0,3
sky130_fd_sc_hd__mux2_2,16,16
sky130_fd_sc_hd__edfxtp_1,8,8
sky130_fd_sc_hd__dfrtp_1,16,16
sky130_fd_sc_hd__nand3_4,1,1
## stage by stage
step	setup WS, ps	hold WS (ps)	area (um^2)	utilization
floorplan	355	-55.6	948	-
global placement	-207	426	1120	0.178
detailed placement	-249	428	1120	0.178
CTS	21.2	299	1160	0.185
global route	15.9	323	1160	0.185
finish	29.9	298	1160	0.185
## worst max-delay path: stages
cell and delay (ps):
sky130_fd_sc_hd__clkdlybuf4s50_1 570, sky130_fd_sc_hd__nand3b_4 180, sky130_fd_sc_hd__mux2_2 320
## power by group through the flow
stage	combinational, mW	clock, mW	sequential (mW)
4_1_cts	0.185	0.459	1.10
5_1_grt	0.201	0.499	1.12
6_report	0.180	0.443	1.10
## repair_timing
action	in CTS	in global routing
resized	0	1
buffers inserted	0	0
endpoints found under the setup margin	0	1
## area by class of cell
class / count / area [um^2]
Fill cell: 661 / 5110
Sequential cell: 24 / 641
Multi-Input combinational cell: 26 / 248
Timing Repair Buffer: 14 / 138
Tap cell: 77 / 96.3
Clock buffer: 3 / 41.3
Power is estimated from default activity; no workload was simulated.
