File: design/flow/constraint.sdc
current_design APB_bus

set clk_period 18.3
set clk_io_pct 0.2

create_clock -name clk0 -period $clk_period [get_ports {PCLK}]

set non_clock_inputs [all_inputs -no_clocks]
set_input_delay [expr $clk_period * $clk_io_pct] -clock clk0 $non_clock_inputs
set_output_delay [expr $clk_period * $clk_io_pct] -clock clk0 [all_outputs]
File: design/flow/config.mk
export PLATFORM = sky130hd
export DESIGN_NAME = APB_bus
export DESIGN_NICKNAME = APB_bus
export VERILOG_FILES = /design/flow/design.v
export SDC_FILE = /design/flow/constraint.sdc
export NUM_CORES = 4
export LEC_CHECK = 1
export CORE_UTILIZATION = 50
File: design/flow/run.sh
#!/bin/bash
# OpenROAD 26Q1-2900-gdf79404cd8, Yosys 0.63+post, stock flow scripts
make -C /OpenROAD-flow-scripts/flow DESIGN_CONFIG=/design/flow/config.mk WORK_HOME=/design/flow/orfs finish
File: design/flow/design.v
module APB_bus #( parameter DATA_WIDTH = 'd32, parameter ADDR_WIDTH = 'd32, parameter STROBE_WIDTH = 4, parameter SLAVES_NUM = 2)
  (
  input                         PCLK       ,
  input                         PRESETn    ,
  input wire [ADDR_WIDTH-1:0]   ADDR_in    ,
  input wire [DATA_WIDTH-1:0]   DATA_in    ,
  input wire [2:0]              PROT_in    ,
  input wire [SLAVES_NUM-1:0]   SEL_in     ,
  input wire [STROBE_WIDTH-1:0] STROB_in   ,
  input wire                    Transfer   ,     
  input wire                    WRITE_in   , 
  input wire [DATA_WIDTH-1:0]   PRDATA     ,
  input wire                    PREADY     ,
  input wire                    PSLVERR    ,
  output reg                    SLVERR_out ,
  output reg [DATA_WIDTH-1:0]   DATA_out   ,
  output reg [ADDR_WIDTH-1:0]   PADDR      ,
  output reg [SLAVES_NUM-1:0]   PSEL       ,
  output reg                    PWRITE     ,
  output reg [DATA_WIDTH-1:0]   PWDATA     ,
  output reg [STROBE_WIDTH-1:0] PSTRB      ,
  output reg [2:0]              PPROT      
  );
  reg                    PENABLE;
  reg [1:0]  state , nextstate ;
  localparam IDLE   = 2'b00    ,
             SETUP  = 2'b01    ,
             ACCESS = 2'b10    ;
  always @(posedge PCLK , negedge PRESETn)
  begin
    if(!PRESETn)
      begin
      state <= IDLE;
      end
    else   
      state <= nextstate;
  end
  always @(*)
  begin
    case(state)
               IDLE: begin
                   if(Transfer)begin
                   nextstate <= SETUP;
                   end
                   else begin   
                   nextstate <= IDLE;
                   end
               end
               SETUP: begin
                   nextstate <= ACCESS;
               end      
               ACCESS: begin
                  if(!PSLVERR && Transfer) begin
                    if(PREADY)begin
                    nextstate <= SETUP;
                    end
                    else begin
                    nextstate <= ACCESS;
                    end
                  end
                  else 
                    nextstate <= IDLE;                              
               end     
               default: begin
                nextstate <= IDLE;
              end
  endcase                      
  end               
  always @(posedge PCLK , negedge PRESETn)
  begin
    if(!PRESETn) begin
      PSEL <= 0;
    end
    else if(nextstate == IDLE) begin
      PSEL <= 0;
    end
    else begin
    PSEL <= SEL_in;
    end
  end
  always @(posedge PCLK or negedge PRESETn) 
  begin
    if(!PRESETn)begin
      PENABLE     <= 1'b0;
      PADDR       <=  'b0;
      PWDATA      <=  'b0;
      PWRITE      <= 1'b0;
      PSTRB       <=  'b0;
      PPROT       <= 3'b0;
      SLVERR_out  <= 1'b0;
      DATA_out    <=  'b0;
    end
  else if(nextstate == SETUP)begin
      PENABLE  <= 1'b0;
      PADDR    <= ADDR_in;
      PWRITE    = WRITE_in;
      PPROT    <= PROT_in;
    if(PWRITE)begin
        PSTRB  = STROB_in;
        if(PSTRB == 'd1)begin
         PWDATA <= ('h000000FF & DATA_in);
        end  
        else if(PSTRB == 'd2)begin
         PWDATA <= ('h0000FF00 & DATA_in);
        end
        else if ( PSTRB == 'd4)
         begin
          PWDATA <= ('h00FF0000 & DATA_in);
         end
        else if ( PSTRB == 'd8 ) 
        begin
          PWDATA <= ('hFF000000 & DATA_in);
         end
         else begin 
          PWDATA <= DATA_in;
          end
     end 
     else begin
       DATA_out <= PRDATA ;
        PSTRB <= 'b0;
      end
  end
  else if(nextstate == ACCESS)begin
      PENABLE   <= 1'b1     ;
      if(PREADY)begin
          SLVERR_out <= PSLVERR;
       end
  end
  else PENABLE <= 1'b0 ;
 end
endmodule                
==> ci_impl_report.md <==
### Yosys + OpenROAD results

| Metric | Value |
|---|---|
| Status | `finished, final reports clean` |
| Number of cell rows | `34` |
| CTS clock-pin slew for the worst setup and hold paths | `0.09 ns` |
| Instance area at placement | `0.00684 mm²` |
| Number of distinct library cell variants in the gate-level netlist after synthesis | `32` |
| Comb. cell area | `0.00173 mm²` |
| DR iter-0 viols | `137` |
| Cell type with the highest aggregate area in the netlist | `dfrtp_1` |
| Chip area estimate from yosys synthesis | `0.00466 mm²` |
| Hold/Removal Path Class | `reg2reg` |
| Wire length per cell | `18.8 µm` |
| Post-synthesis cell type with the largest instance count | `dfrtp_1` |
| Die W | `98.5 µm` |
| Synthesized registers | `110` |
| Relative area change from synthesis to final layout | `50.9%` |
| Endpoint class of the critical path | `flip-flop` |
| Master of the slowest instance on the critical path | `nand3b_2` |
| Data required, critical path | `18.55 ns` |
| Post-layout period usage | `31.6%` |
| Die Size | `0.00970 mm²` |
| Primary FF master, synth | `dfrtp_1` |
| Insertion delay of the later-clocked pin in the worst-skew pair | `0.36 ns` |
| Post-Syn Area | `0.00466 mm²` |
| Maximum Capacitance Violations | `0` |
| Number of ports placed on the die boundary | `218` |
| Starting density of the core | `52.6%` |
| Synth Instances | `319` |
| Unrepaired setup endpoints after global routing | `no` |
| Final Wtd Congestion | `0.782` |
| Total design power | `969 µW` |
| Area share, top type | `58.6%` |
| Largest net degree at the start of global routing | `41` |
| GRT Residual Overflow | `0` |
| Number of antenna repair diodes | `0` |
| Count of library flops with an enable pin | `0` |
| First-pass GRT wire length | `19.0 mm` |
| Total Negative Setup Slacks | `0 ns` |
| Final clock skew | `0.0127 ns` |
| Vias in the first global route | `3,490` |
| Hold violation count in the final report | `0` |
| Clock tree from TritonCTS | `yes` |
| Category of the most critical setup path | `in2reg` |
| Type of element launching the critical path | `primary input` |
| Antenna violations before repair | `0` |
| Max Freq | `173 MHz` |
| Critical path data arrival time | `6.03 ns` |
| Tightest Pin Transition | `0.833 ns` |
| Share of flip-flops with an asynchronous set or reset | `100%` |
| Fill cell total of the finished layout | `554` |
| IO Port Bufs | `217` |
| Tool warnings | `26` |
| Final-report setup violation count | `0` |
| Post-CTS Hold Buffers | `0` |
| Standard cell core area | `0.00885 mm²` |
| Post-synthesis sequential area ratio | `59.2%` |
| Critical path peak fanout | `39` |
| Synthesized area per cell | `14.6 µm²` |
| CTS H-Tree Depth | `3` |
| Residual DRC | `0` |
| Post-DR vias/cell | `5.43` |
| Standby leakage power | `2.92 nW` |
| Total via count after detailed routing | `3,467` |
| Inserted Clock Buffers | `9` |
| Placed wire-length estimate after detailed placement | `8.68 mm` |
| CTS max path bufs | `2` |
| Number of nets with antenna violations after routing | `0` |
| Total Wirelength | `12.0 mm` |
| Layout cell share with drive strength beyond 1 | `17.4%` |
| Max IR drop VDD | `0.0716 mV` |
| Worst stage delay on the critical path | `0.71 ns` |
| Minimum clock period | `5.79 ns` |
| Post-cts gate resize count | `0` |
| Max-slew headroom | `44.1%` |
| First-pass iteration count of the detailed router | `29` |
| Power density cells | `138 mW/mm²` |
| Largest cells by area after synthesis | `dfrtp_1 (59%), mux2_4 (12%), mux2_2 (7.7%)` |
| Number of sinks on the clock net | `110` |
| Number of standard cells reported by yosys | `319` |
| Buffer cell driving the clock tree root | `clkbuf_8` |
| Buffers inserted during post-CTS setup optimization | `0` |
| Sequential cell area in the final layout | `0.00275 mm²` |
| Sequence of cells on the critical path | `clkdlybuf4s50_1, nor2b_4, mux2_4, nand3b_2, mux2_2` |
| Max-slew violation total from the final report | `0` |
| Die span in y | `98.5 µm` |
| GRT Util Overall | `26.3%` |
| Yosys Warn Count | `1` |
| Final Instance Area | `0.00703 mm²` |
| Commonest cells in the synthesized netlist | `dfrtp_1 (109), mux2_4 (36), mux2_2 (32)` |
[flip-flops by register name, indices dropped and copies added, names as in the netlist]
| signal | flops |
|---|---|
| DATA_out | 32 |
| PWDATA | 32 |
| PSTRB | 4 |
| SLVERR_out | 1 |
| PWRITE | 1 |
| PADDR | 32 |
| PSEL | 2 |
| state | 3 |
| PPROT | 3 |
[metal layers]
metal / GRT usage, % / routed length [µm]
met5: 0 / 0
met4: 2.53 / 106
met3: 11.1 / 1370
met2: 38.1 / 5490
met1: 41.0 / 5040
[cell type report]
class                      count  share of cell area (%)
timing repair buffer         221                    31.3
multi-input combinational    177                    24.6
clock inverter                 4                   0.712
sequential                   110                    39.2
tap                          108                    1.92
inverter                       6                   0.321
clock buffer                  12                    1.92
[metrics by stage]
step | utilization [%] | hold WS [ns] | setup slack, ns | cells
2_1_floorplan | - | 0.433 | 13.39 | 319
3_3_place_gp | 77.3 | 0.474 | 12.18 | 622
3_5_place_dp | 77.3 | 0.474 | 12.11 | 622
4_1_cts | 79.4 | 0.500 | 12.51 | 638
5_1_grt | 79.4 | 0.513 | 12.36 | 638
6_report | 79.4 | 0.494 | 12.51 | 638
[cells in the final DEF, fill, tap and decap left out, types with 2 or more instances in the layout]
master,netlist,final
a21oi_1,2,2
a32o_1,24,24
and2_1,2,2
buf_4,1,5
clkbuf_1,8,3
clkbuf_8,0,9
clkdlybuf4s50_1,0,216
clkinvlp_4,0,2
dfrtp_1,109,109
inv_1,6,6
mux2_2,32,32
mux2_4,36,36
nand2_1,3,3
nand4_1,12,12
nor2_1,6,6
nor2b_1,2,2
nor3b_1,27,27
o21ai_0,8,8
o21bai_1,3,3
o2bb2ai_1,8,8
xnor2_1,2,2
[path summary, 6_finish.rpt]
check,start,to,slack (ns),cells past startpoint
min reg2reg,PWDATA[7]$_DFFE_PN0P_,PWDATA[7]$_DFFE_PN0P_,0.49,1
max reg2reg,state[1]$_DFF_PN0_,DATA_out[9]$_DFFE_PN0P_,15.87,4
max in group asynchronous,PRESETn,state[0]$_DFF_PN1_,14.19,2
min in group asynchronous,PRESETn,PADDR[18]$_DFFE_PN0N_,3.22,1
max,PSLVERR,DATA_out[9]$_DFFE_PN0P_,12.51,5
min,PWDATA[7]$_DFFE_PN0P_,PWDATA[7]$_DFFE_PN0P_,0.49,1
[worst max-delay path: cells and delay by family]
| kind | cells | cell delay (ns) |
|---|---|---|
| buf+inv | 1 | 0.47 |
| mux | 2 | 0.99 |
| simple gates | 2 | 0.89 |
[power by group]
group	total [mW]	switching (mW)	internal, mW
clock network	0.139	0.0760	0.0633
logic	0.408	0.0906	0.317
registers	0.422	0.0639	0.358
[logic make-up after synthesis]
kind of cell	share of synthesized area (%)
DFF	59.2
and+or+nand+nor	8.41
AOI/OAI and AO/OA	8.60
buffers and inverters	3.71
xor gates and xnor gates	0.564
muxes	19.6
Power figures rest on the tool's default switching activity, not on a simulated workload.
